===== design.v =====
module W8P2(w,En,y);
    input [3:0] w;
    input En;
    output [0:15] y;
    wire t1,t2;
    assign t1 = ~w[3] & En;
    assign t2 = w[3] & En;
    threeTo8Decoder stage0(w[2:0],t1,y[0:7]);
    threeTo8Decoder stage1(w[2:0],t2,y[8:15]);
endmodule
module threeTo8Decoder(w,En,y);
    input [2:0] w;
    input En;
    output reg [0:7] y;
    integer k;
    always @(w or En)
        for(k = 0; k <= 7; k=k+1)
        if ((w == k) && (En == 1))
            y[k] = 1;
        else 
            y[k] = 0;
endmodule

===== run.sh =====
#!/bin/bash
# OpenROAD 26Q1-2900-gdf79404cd8, Yosys 0.63+post, stock flow scripts
make -C /OpenROAD-flow-scripts/flow DESIGN_CONFIG=/design/flow/config.mk WORK_HOME=/design/flow/orfs finish

===== config.mk =====
export PLATFORM = sky130hd
export DESIGN_NAME = W8P2
export DESIGN_NICKNAME = W8P2
export VERILOG_FILES = /design/flow/design.v
export SDC_FILE = /design/flow/constraint.sdc
export NUM_CORES = 4
export LEC_CHECK = 1
export CORE_AREA = 10 10 70 70
export DIE_AREA = 0 0 80 80

===== constraint.sdc =====
current_design W8P2

set clk_period 1.0
set clk_io_pct 0.2

create_clock -name clk0 -period $clk_period

set non_clock_inputs [all_inputs -no_clocks]
set_input_delay [expr $clk_period * $clk_io_pct] -clock clk0 $non_clock_inputs
set_output_delay [expr $clk_period * $clk_io_pct] -clock clk0 [all_outputs]

==> GITHUB_STEP_SUMMARY <==
## PnR job results

| Metric | Value |
|---|---|
| Final std cells w/o fill | `102` |
| Static Leak | `0.236 nW` |
| Largest net degree at the start of global routing | `8` |
| XOR Share, Synth | `0%` |
| Global Route met2 Usage | `5.30%` |
| CLK BUF | `0` |
| Yosys simple share | `100%` |
| Die X-Extent | `80 um` |
| DR vias/cell | `2.76` |
| Hold Path End | `y[0]` |
| Crit path arrival time | `1.05 ns` |
| Met3 Track Usage GR | `0.909%` |
| Global-route wire length before repair | `1480 um` |
| Num rows | `21` |
| Post-route DRC | `0` |
| Fin area | `552 sq um` |
| Port Buffers | `21` |
| Post-synthesis cell type count | `8` |
| GR Overflow Total | `0` |
| Aoi share | `0%` |
| Placed Cells | `91` |
| Mapped Area | `118 sq um` |
| Fp_density | `3.44%` |
| Seq share, synth | `0%` |
| Power density over the cells | `272 mW/mm^2` |
| Logic family by area | `simple AND/OR/NAND/NOR gates` |
| CP required | `0.80 ns` |
| Final Hold Violating Endpoints | `0` |
| Detail Placement HPWL | `778 um` |
| Violated checks | `negative setup slack` |
| Total power | `0.150 mW` |
| Syn Area/Cell | `5.11 sq um` |
| Hold_sp | `w[1]` |
| Grt peak-use layer | `met2` |
| Tool warnings | `34` |
| Layout area overhead | `369%` |
| RSZ-0062 raised after global routing | `true` |
| Chip area | `0.00640 sq mm` |
| Yosys Instances | `23` |
| PnR worst setup slack | `-0.252 ns` |
| Hold Path Cell Cnt | `3` |
| Drt total wl | `1020 um` |
| Max cap viols | `0` |
| Inserted Diodes | `0` |
| Filler Cells Inserted | `383` |
| Met1 Resource Use GR | `3.23%` |
| Crit. End Element | `output port` |
| Maximum VDD drop | `47.5 uV` |
| Routability Congestion | `0.741` |
| Router iterations before antenna repair | `2` |
| Hold_buf cts | `0` |
| Yosys adder share | `0%` |
| Endpoints failing setup | `11` |
| Worst-Margin Slew | `0.155 ns` |
| Setup TNS | `-1.60 ns` |
| Final Max Slew Viols | `0` |
| Die Ht | `80 um` |
| Logic area | `216 sq um` |
| All-Layer GR Usage | `2.84%` |
| Io pins | `21` |
| Status | `complete, but fails checks` |
| Final period util | `125%` |
| Hold Path Class | `in -> out` |
| Core area | `0.00342 sq mm` |
| Vias post-DR | `282` |
| Post-route minimum period | `1.25 ns` |
| Antenna violations before repair | `0` |
| Antenna-violating nets left | `0` |
| Post-synthesis cell count | `23` |
| Initial drt markers | `14` |
| Max transition margin | `89.6%` |
| Worst setup SP type | `input pin` |
| Peak Freq | `0.799 GHz` |
| Yosys warnings | `1` |
| Routed len/inst | `10.0 um` |
| Vias in the first global route | `297` |
| Yosys stat chip area | `118 sq um` |
| Worst slack, placed | `-0.917 ns` |
| Share of layout cells above drive strength 1 | `89.3%` |
| Critical path peak fanout | `4` |
| DP Area | `393 sq um` |
| Register Area | `0 sq um` |
| FF+latch count | `0` |
| Area fraction in mux cells | `0%` |
| CP Class | `in -> out` |
what timing repair did:
| action | 4_1_cts | 5_1_grt |
|---|---|---|
| buffers inserted | 10 | 1 |
| pin swaps | 19 | 12 |
| hold endpoints to repair | 0 | 0 |
| endpoints found under the setup margin | 16 | 16 |
| cloned | 0 | 0 |
| gates resized | 94 | 22 |
final cells by class:
type	instances	share of cell area (%)
timing repair buffer	33	50.3
multi-input combinational	23	39.2
tap	46	10.4
routing by layer:
metal | share of wire [%] | vias to the layer above
met5 | 0 | -
met2 | 48 | 12
met4 | 0 | 0
met3 | 11 | 0
li1 | - | 147
met1 | 41 | 123
synth_stat cells:
library cell,count,area share [%]
nor3_1,3,13
nand2_1,1,3.2
nand3b_1,2,13
nand2b_1,2,11
nand3_1,1,4.3
nor3_2,1,8.5
or3b_4,1,9.6
nor2_1,12,38
where the power goes:
part,total (mW),switching [mW],internal (mW)
clock,0,0,0
sequential,0,0,0
combinational,0.150,0.0651,0.0850
total,0.150,0.0651,0.0850
logic make-up after synthesis:
logic type    after synthesis
simple gates               23
worst max-delay path, cell delays in order:
cell    delay [ns]
buf_8         0.10
or3b_4        0.40
buf_6         0.14
nor3_4        0.10
buf_2         0.11
stage by stage:
step           util, %  hold WS (ns)
2_1_floorplan        -         0.413
3_3_place_gp      11.5          1.48
3_5_place_dp      11.5          1.46
4_1_cts           14.3         0.657
5_1_grt           16.2         0.685
6_report          16.2         0.668
how the worst max path moves through the flow:
stage | from | endpoint | slack, ns | cells after the start
4_1_cts | w[3] | y[0] | -0.29 | 5
5_1_grt | w[2] | y[0] | -0.28 | 5
6_report | w[2] | y[0] | -0.25 | 5
placed cells by master, fill, tap and decap left out, drive strengths merged:
| master | count |
|---|---|
| buf | 28 |
| clkbuf | 3 |
| clkdlybuf4s15 | 2 |
| nand2 | 1 |
| nand2b | 2 |
| nand3 | 1 |
| nand3b | 2 |
| nor2 | 12 |
| nor3 | 4 |
| or3b | 1 |
Power figures rest on the tool's default switching activity, not on a simulated workload.
