$ cat ./run.sh
#!/bin/bash
# OpenROAD 26Q1-2900-gdf79404cd8, Yosys 0.63+post, stock flow scripts
make -C /OpenROAD-flow-scripts/flow DESIGN_CONFIG=/design/flow/config.mk WORK_HOME=/design/flow/orfs finish
$ cat ./design.v
module W8P5(w,y,z);
    input [15:0] w;
    output reg [3:0] y;
    output reg z;
    integer k;
    always @(w)
    begin 
        z = 1;
        if (w == 0)
            z = 0;
        else
        begin
            for(k = 15; k >= 0; k = k - 1)
            begin
                if (w[k] == 1)
                    y = k;
            end
        end
    end
endmodule
$ cat ./config.mk
export PLATFORM = sky130hd
export DESIGN_NAME = W8P5
export DESIGN_NICKNAME = W8P5
export VERILOG_FILES = /design/flow/design.v
export SDC_FILE = /design/flow/constraint.sdc
export NUM_CORES = 4
export LEC_CHECK = 1
export CORE_AREA = 10 10 70 70
export DIE_AREA = 0 0 80 80
$ cat ./constraint.sdc
current_design W8P5

set clk_period 2.3
set clk_io_pct 0.2

create_clock -name clk0 -period $clk_period

set non_clock_inputs [all_inputs -no_clocks]
set_input_delay [expr $clk_period * $clk_io_pct] -clock clk0 $non_clock_inputs
set_output_delay [expr $clk_period * $clk_io_pct] -clock clk0 [all_outputs]
==> flow_summary.ini <==
; generated from flow reports
[run_status]
outcome = completed

[critical_path]
cp_max_fo = 3
crit_type = input pin to primary output
worstSetupEndpointType = primary output
crit_required_ns = 1.84
cp-start-kind = input pin
worstPathArrival_ns = 1.75

[worst_hold_path]
hold-path-endpoint = z
whs_path_depth = 5
hp-start = w[7]
hold_path_class = input pin to primary output

[pwr]
p_comb_share_pct = 98.9
power.net_switching_w = 0.00002222
ir_drop_v = 0.00004608
p_sw_share_pct = 33.43
p_int_w = 0.00004426
cellLeakagePower_nw = 0.2411
clkPwrFrac_pct = 0
p_seq_share_pct = 1.1
p_per_area_mw_per_mm2 = 108.7

[placed_design]
hpwl_microns = 980.6
gp_congestion = 0.7784
placed_area_sq_um = 584.3
io_buffers = 21

[timing]
slew_headroom_pct = 75.30
hold_viol = 0
setup_viol = 0
untimed_endpoints = 8
finalCritPeriodShare_pct = 96.19
unclocked_regs = 4
maxSlewViolCount = 0
max_freq_mhz = 452.0
fin_crit_ns = 2.212
fin_setup_tns_ns = 0
worstMarginPinSlew_ns = 0.3671

[final_layout]
design_area_sq_um = 611.8
final_common_cell = clkdlybuf4s50_1
drive_gt1_share_pct = 24.62
logic_area_sq_um = 182.7
largest_reg_flops = 4
lay_top_cells = clkdlybuf4s50_1, buf_4, nor2_1
regArea_sq_um = 60.06
fin_util_pct = 17.91
nFillCells = 398
area_delta_synth_final_pct = 170.2

[global_routing]
antenna_found_initial = 0
grt_pass1_wl_microns = 1780
grt.overflow.total = 0
grt_max_degree = 5
track_usage_pct = 3.338
grt_pass1_vias = 378

[yosys]
yosysCellCount = 31
numSynthFlops = 4
ys_sh_simple_pct = 52.49
xor_share_pct = 0
ys_sh_mux_pct = 0
compound_area_share_pct = 19.34
ys_sh_adder_pct = 0
top_logic_kind = simple AND/OR/NAND/NOR gates
syn_inst = 31
synth_area_sq_um = 226.5
ys_area_sq_um = 226.5
yosysWarningCount = 1
synth.distinct_cells = 16
syn_area_per_cell_sq_um = 7.305

[floorplanning]
io_pins = 21
dieArea_sq_mm = 0.006400
core.rowCount = 21
die_x_microns = 80
coreArea_sq_mm = 0.003416
initCoreUtil_pct = 6.630
chipHeight_microns = 80

[drt]
detail_route.first_pass.iterations = 2
post_drt_via_cell_ratio = 3.243
drtIter0Drc = 4
drt-wirelength-per-cell_microns = 9.450
ant_nets = 0
num_vias = 360
totalWireLength_microns = 1049
drcViolationCount = 0
diodes = 0

[flow_run]
warnings = 32
cap_violations = 0
==> cell usage after synthesis <==
library cell  n  area share, %
nor4_1        3            8.3
a311o_1       1            4.4
a21oi_1       1            2.2
nor4b_1       2            7.7
and3_1        2            5.5
o21ai_1       1            2.2
a221oi_1      1            3.9
nand2b_1      2            5.5
o31ai_1       2            6.6
nor2b_2       1            3.9
or3_1         2            5.5
inv_1         1            1.7
nor2_1        6            9.9
or3b_1        1            3.9
nand3_1       1            2.2
dlxtn_1       4             27
==> how the worst max path moves through the flow <==
stage | startpoint | endpoint | slack, ns | depth (start not counted)
4_1_cts | w[6] | z | 0.005 | 5
5_1_grt | w[3] | z | -0.006 | 5
6_report | w[3] | z | 0.09 | 5
==> per-layer routing <==
| metal | part of all wire (%) | global-route usage (%) | wire length, microns |
|---|---|---|---|
| met4 | 0 | 0 | 0 |
| met3 | 2.6 | 0.3409 | 27 |
| met1 | 45 | 4.000 | 474 |
| met2 | 52 | 6.501 | 547 |
| met5 | 0 | 0 | 0 |
==> per-stage QoR <==
step	power, W	std cells	hold WS [ns]	worst slack [ns]
after global routing	0.00007269	111	1.668	-0.005601
final	0.00006649	111	1.607	0.08767
after global placement	0.00006490	110	1.984	-0.2183
after floorplan	0.00001383	31	0.9921	0.8289
after CTS	0.00006516	110	1.698	0.004578
after detailed placement	0.00006474	110	1.973	-0.2342
==> layout make-up <==
cell class	count	area share, %
Timing Repair Buffer	34	50.31
Tap cell	46	9.407
Inverter	1	0.6135
Sequential cell	4	9.816
Multi-Input combinational cell	26	29.86
==> logic make-up (layout without fill, tap and decap cells) <==
logic type             count (synthesis)  after routing
AND-OR/OR-AND                          6              6
AND/OR/NAND/NOR                       20             20
buffers and inverters                  1             35
latches                                4              4
==> worst max-delay path, stage by stage <==
cell,delay (ns)
clkdlybuf4s50_1,0.46
nor4_4,0.26
and3_4,0.23
nand3_1,0.07
dlygate4sd2_1,0.27
==> power by group through the flow <==
stage | Combinational (W) | Sequential (W) | Clock, W
after CTS | 0.0000644 | 0.000000715 | 0
after global routing | 0.0000720 | 0.000000718 | 0
final | 0.0000658 | 0.000000715 | 0
==> timing repair <==
action / CTS / global route
endpoints found under the hold margin: 0 / 0
gates resized: 3 / 3
setup endpoints to repair: 1 / 1
buffers inserted: 0 / 1
pin swaps: 2 / 2
hold buffers: 0 / 0
Power figures rest on the tool's default switching activity, not on a simulated workload.
