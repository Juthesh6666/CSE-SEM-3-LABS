**design/flow/config.mk**
```make
export PLATFORM = sky130hd
export DESIGN_NAME = W9P2
export DESIGN_NICKNAME = W9P2
export VERILOG_FILES = /design/flow/design.v
export SDC_FILE = /design/flow/constraint.sdc
export NUM_CORES = 4
export LEC_CHECK = 1
export CORE_AREA = 10 10 70 70
export DIE_AREA = 0 0 80 80
```
**design/flow/constraint.sdc**
```tcl
current_design W9P2

set clk_period 2.0
set clk_io_pct 0.2

create_clock -name clk0 -period $clk_period

set non_clock_inputs [all_inputs -no_clocks]
set_input_delay [expr $clk_period * $clk_io_pct] -clock clk0 $non_clock_inputs
set_output_delay [expr $clk_period * $clk_io_pct] -clock clk0 [all_outputs]
```
**design/flow/design.v**
```verilog
module W9P2(i,f,g,h,En);
input [3:0]i;
input En;
output f,g,h;
wire [15:0]c;
fourtosixteen s0(i,c,En);
assign f = c[11]|c[10]|c[7]|c[3]|c[14]|c[6];
assign g = c[14]|c[10]|c[1]|c[0];
assign h = c[1]|c[0]|c[14]|c[15]|c[7]|c[3];
endmodule
module fourtosixteen(i,f,En);
input [3:0]i;
input En;
output [15:0]f;
wire [3:0]c;
twotofour stage0(i[3:2],c[3:0],En);
twotofour stage1(i[1:0],f[3:0],c[0]);
twotofour stage2(i[1:0],f[7:4],c[1]);
twotofour stage3(i[1:0],f[11:8],c[2]);
twotofour stage4(i[1:0],f[15:12],c[3]);
endmodule
module twotofour(i,f,En);
input [1:0]i;
input En;
output reg [3:0]f;
always @ (i,En)
begin
case(En)
0:f=4'd0;
1:
begin
	case(i)
	0:f=4'd1;
	1:f=4'd2;
	2:f=4'd4;
	3:f=4'd8;
	endcase
end
endcase
end
endmodule
```
**design/flow/run.sh**
```bash
#!/bin/bash
# OpenROAD 26Q1-2900-gdf79404cd8, Yosys 0.63+post, stock flow scripts
make -C /OpenROAD-flow-scripts/flow DESIGN_CONFIG=/design/flow/config.mk WORK_HOME=/design/flow/orfs finish
```
==> summary.txt <==
flow finished, numbers: status=complete, no violations, unrepaired setup endpoints after global routing=no, mux share=0%, sw frac=38.0%, Design Area, Final=~210 um2, clk_buf instances=0, YS warnings=1, CP Class=input pin to primary output, switching power total=between 0.009 and 0.01 mW, Worst Hold Launch=i[2], share of layout cells above drive strength 1=between 20% and 30%, I/O Buffers=8, first-pass detailed-route iteration total=1, worst IR drop on VDD=around 0.000011 V, post-synthesis compound-gate area fraction=49.1%, initial antenna violation count=0, final setup vio count=0, adder share=0%, vias in the first global route=between 100 and 150, library cells used by synthesis=10, Die H=approximately 80 um, final worst path period share=a little over nine tenths, biggest area cells=a221oi_2 (21%), o2111a_1 (16%), a21oi_2 (12%), Max Slew Vio Count=0, Die Wd=80 um, PwrDens=about 120 nW/um2, Clk pwr share=0%, 1st-iter DRT viols=0, CP Max Fanout=5, core area=3420 um2, dominant cell type by area after synthesis=a221oi_2, RePlAce Congestion=~0.77, Max Fclk=approximately 520 MHz, Logic pwr share=100.0%, part of the power in registers=0%, Final Hold Fails=0, routed len/inst=between 4 and 5 um, flop count=0, Log Warnings=32, hold buffer count at cts=0, most used logic cell in the final layout=dlygate4sd2_1, DIE AREA=6400 um2, post-synthesis cell count from yosys=10, drt via density=1.78, area of the multi-input gates=67.6 um2, DP HPWL=about 270 um, Area leader share=around a fifth, Hold Path Stages=4, # rows=21, Worst setup SP type=input pin, Synth Area in Simple Gates=about 46%, Cell Int Power=~0.016 mW, most frequent cells in the layout=dlygate4sd2_1 (4), clkdlybuf4s50_1 (2), Hold Path Class=input pin to primary output, Syn Inst Count=10, wirelength, routed=about 310 um, pre-placement core utilization=under 10%, # fillers=slightly above 400, GRT Resource Usage Total=0.900%, CP arrival=1.52 ns, Sequential Area=0 um2, Leakage=around 0.069 nW, synthesis area per yosys=~70 um2, worst slew margin relative to its limit=roughly 89%, Netlist Area Pre-Place=~70 um2, minimum clock period=1.92 ns, Seq/Total Area, Yosys=0%, largest net degree at the start of global routing=6, first-pass GRT wire length=slightly below 500 um, DRC=0, Dominant comb cell=AND-OR/OR-AND gates, WHS=1.39 ns, Tightest Pin Transition=0.171 ns, Critical Path End Type=primary output, XORs/XNORs by Area=0%, Area after DPL=216 um2, crit path DRT=between 1.5 and 2 ns, syn_area_per_cell=~7.1 um2, via count=between 100 and 150, Top-Level Pins=8, worst-case hold path end point=h, # Post-CTS Setup Buffers=0, Area Growth Syn to Fin=198%, ANT cells=0, MaxCap Viol Count=0, total grt overflow=0, antenna viol nets, final=0
-- synth_stat cells --
library cell,instances
a21oi_2,1
a221oi_2,1
inv_1,1
nand2_1,1
nand3_1,1
nand3b_1,1
nor2_1,1
o2111a_1,1
or2_1,1
or3_1,1
-- cell type report --
class / count / area share [%]
Inverter: 1 / 1.76
Multi-Input combinational cell: 9 / 31.8
Tap cell: 46 / 27.1
Timing Repair Buffer: 9 / 39.4
-- per-layer routing --
layer  global-route usage, %  wire length (um)  share of wire, %  vias to the layer above
met1                    1.19               145                47                       50
met2                    1.36                93                30                        8
met4                       0                 0                 0                        0
met3                   0.455                69                22                        0
li1                        -                 -                 -                       58
met5                       0                 0                 0                        -
-- power groups by stage --
stage / clock network [mW] / registers, mW / logic, mW
after CTS: 0 / 0 / 0.0260
after global routing: 0 / 0 / 0.0288
final: 0 / 0 / 0.0258
-- worst max-delay path, stage by stage --
cell	delay [ns]
clkdlybuf4s15_2	0.21
or2_1	0.26
o2111a_1	0.24
clkdlybuf4s50_1	0.40
-- stage by stage --
stage / cells / TNS [ns] / utilization [%] / setup slack [ns] / power [mW]
6_report: 65 / 0 / 6.23 / 0.0824 / 0.0258
5_1_grt: 65 / 0 / 6.23 / 0.0334 / 0.0288
4_1_cts: 65 / 0 / 6.19 / 0.0211 / 0.0260
3_5_place_dp: 65 / -0.743 / 6.34 / -0.286 / 0.0299
3_3_place_gp: 65 / -0.709 / 6.34 / -0.269 / 0.0293
2_1_floorplan: 10 / 0 / - / 0.741 / 0.00770
-- what timing repair did --
item | 4_1_cts | 5_1_grt
pin swaps | 3 | 1
endpoints found under the setup margin | 3 | 1
gates resized | 8 | 1
-- worst max-delay path by stage --
stage         from  endpoint  slack, ns  depth (start not counted)
global route  i[2]         f       0.03                          4
finish        i[3]         f       0.08                          4
CTS           i[2]         f       0.02                          4
-- cells by family after synthesis --
group	after synthesis
AND/OR/NAND/NOR	6
buffers and inverters	1
AND-OR/OR-AND	3
No activity file was given, so power comes from the tool's default toggle rates.
